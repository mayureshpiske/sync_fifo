$ cat flow/constraint.sdc
current_design sync_fifo_top

set clk_period 3.3
set clk_io_pct 0.2

create_clock -name clk0 -period $clk_period [get_ports {clk}]

set non_clock_inputs [all_inputs -no_clocks]
set_input_delay [expr $clk_period * $clk_io_pct] -clock clk0 $non_clock_inputs
set_output_delay [expr $clk_period * $clk_io_pct] -clock clk0 [all_outputs]
$ cat flow/run.sh
#!/bin/bash
# OpenROAD 26Q1-2900-gdf79404cd8, Yosys 0.63+post, stock flow scripts
make -C /OpenROAD-flow-scripts/flow DESIGN_CONFIG=/design/flow/config.mk WORK_HOME=/design/flow/orfs finish
$ cat flow/config.mk
export PLATFORM = sky130hd
export DESIGN_NAME = sync_fifo_top
export DESIGN_NICKNAME = sync_fifo_top
export VERILOG_FILES = /design/flow/design.v
export SDC_FILE = /design/flow/constraint.sdc
export NUM_CORES = 4
export LEC_CHECK = 1
export CORE_UTILIZATION = 40
$ cat flow/design.v
module sync_fifo_top #(
  parameter logic [31:0] FIFO_DEPTH = 32'd4,
  parameter logic [31:0] FIFO_WIDTH = 32'd8,
  parameter logic [31:0] ALMOST_FULL_DEPTH = FIFO_DEPTH - 1,
  parameter logic [31:0] ALMOST_EMPTY_DEPTH = 32'd1,
  parameter logic        EN_ALMOST_FLG = 1'b1,
  parameter logic        WR_MEM_NON_RST_FLOPS = 1'b0
) (
  input logic                   clk,
  input logic                   rstn,  
  input logic                   wren,
  input logic  [FIFO_WIDTH-1:0] wrdata,
  input logic                   rden,
  output logic [FIFO_WIDTH-1:0] rddata,
  output logic                  full,
  output logic                  almost_full,
  output logic                  empty,
  output logic                  almost_empty
);
  localparam  logic [31:0] PTR_WIDTH = $clog2(FIFO_DEPTH);
  logic [PTR_WIDTH:0]          rd_ptr;
  logic [PTR_WIDTH:0]          wr_ptr;
  logic [PTR_WIDTH:0]          fifo_cnt;
  logic [FIFO_WIDTH-1:0]       r_rddata;
  logic [FIFO_WIDTH-1:0] mem [0:FIFO_DEPTH-1];
  always_ff @(posedge clk or negedge rstn) begin
    if (!rstn) begin
      wr_ptr <= '0;
      rd_ptr <= '0;
    end else begin
      wr_ptr <= !full  ? PTR_WIDTH'(wr_ptr + {{(PTR_WIDTH-1){1'b0}},wren}) : wr_ptr;
      rd_ptr <= !empty ? PTR_WIDTH'(rd_ptr + {{(PTR_WIDTH-1){1'b0}},rden}) : rd_ptr;
    end
  end  
generate
  if (WR_MEM_NON_RST_FLOPS) begin: wr_mem_non_rst_flops_1
     always_ff @(posedge clk) begin
      if (wren && !full) begin
        mem[wr_ptr] <= wrdata;
      end  
     end
  end else begin : wr_mem_non_rst_flops_0  
     always_ff @(posedge clk or negedge rstn) begin
      if (!rstn) begin
        for (int i=0; i < FIFO_DEPTH; i++) begin : mem_fifo_rst
          mem[i]      <= '0;
        end : mem_fifo_rst
      end else if (wren && !full) begin
          mem[wr_ptr] <= wrdata;
      end
     end  
  end
endgenerate
  assign rddata = mem[rd_ptr];
logic wr_en_t;
logic rd_en_t;
assign wr_en_t = wren && !full;
assign rd_en_t = rden && !empty;
  always_ff @(posedge clk or negedge rstn) begin
    if (!rstn)
      fifo_cnt <= '0;
    else begin
      case ({wr_en_t, rd_en_t})
        2'b10: fifo_cnt   <= PTR_WIDTH'(fifo_cnt + {{(PTR_WIDTH-1){1'b0}},wren});    
        2'b01: fifo_cnt   <= PTR_WIDTH'(fifo_cnt - {{(PTR_WIDTH-1){1'b0}},rden});    
        default: fifo_cnt <= fifo_cnt;       
      endcase
    end
  end
    assign full         = (fifo_cnt[PTR_WIDTH:0] == FIFO_DEPTH[PTR_WIDTH:0]);
    assign empty        = (fifo_cnt[PTR_WIDTH:0] == { (PTR_WIDTH+1) {1'b0} });
  generate
    if (EN_ALMOST_FLG) begin : en_almost_flag_1
        assign almost_full  = (fifo_cnt[PTR_WIDTH:0] >= ALMOST_FULL_DEPTH[PTR_WIDTH:0]);
        assign almost_empty = (fifo_cnt[PTR_WIDTH:0] <= ALMOST_EMPTY_DEPTH[PTR_WIDTH:0]);
    end else begin  : en_almost_flag_0
        assign almost_full  = 1'b0;
        assign almost_empty = 1'b0;
    end
  endgenerate
endmodule
==> changes_impl.md <==
### Implementation results

- Diode count: 0
- Syn-to-layout area delta: 19.6%
- Mapped Cells: 108
- Setup Fix Bufs, Post-CTS: 0
- Hold path depth: 1
- P_leak: 0.877 nW
- RSZ-0062 raised after global routing: false
- Grt ovf: 0
- Relative slew slack: 58.0%
- CTS Root Cell: clkbuf_8
- Antenna violations before repair: 0
- Clk buf depth: 2
- Yosys warning count: 2
- R2R setup slack: 1640 ps
- Initial Utilization: 42.4%
- Gr usage total: 15.9%
- Hold/Removal Path Class: flop to flop
- Antenna Violating Nets Remaining: 0
- Vias per cell: 5.26
- Stage-log warning count: 25
- Largest net degree at the start of global routing: 39
- DR iter-0 viols: 25
- Commonest flop: dfrtp_1
- Top-count cell post-synth: dfrtp_1
- Die W: 67.8 um
- Top area cell types: dfrtp_1 (55%), mux2_2 (21%), mux4_2 (10%), ha_1 (2.9%), xnor2_1 (1.5%)
- Post-CTS Hold Fix Bufs: 0
- Mean Syn Cell Area: 16.1 um2
- Die height: 67.8 um
- Number of enable flip-flop cells: 0
- Layout cells sized above 1: 40.2%
- Final WS setup: 591 ps
- Row count: 23
- H-tree lvl count: 2
- Netlist cell types: 22
- Max-Cap Viols: 0
- Min-delay src: mem[2][6]$_DFFE_PN0P_
- CP endpoint kind: output pin
- Tmin final: 2710 ps
- Clk sink count: 38
- Yosys Instances: 108
- Area leader share: 54.8%
- Setup violations, final: 0
- Pre-antenna DRT Iters: 2
- DR WL/cell: 16.2 um
- Final slew viol count: 0
- Post-DP HPWL: 2.03 mm
- Place WS: 834 ps
- Slew @ Worst Pin: 630 ps
- Post-cts repair resize count: 0
- Clk slew on worst S/H paths: 70 ps
- Hold path endpoint: mem[2][6]$_DFFE_PN0P_
- Fmax: 369 MHz
- Crit Path Class: flop to output pin
- Post-synth top cells: dfrtp_1 (38), mux2_2 (33), mux4_2 (8), ha_1 (4)
- PwrDens: 971 nW/um2
- Total of fill cells in the finished design: 359
- Crit path DRT: 2640 ps
- Routed vias: 957
- CP startpoint kind: flop
- Worst Clk Skew: 5.25 ps
- Yosys stat area: 1730 um2
- Final hold viol count: 0
- Register share after synthesis: 54.8%
- Power Total: 2.01 mW
- Vias in the first global route: 1,043
- Drc violations: 0
- Post-synthesis cell area: 1730 um2
- Global-route wire length before repair: 5.06 mm
- Crit path max fanout: 10
- Status: finished clean
- CP arrival: 2050 ps
- Routability cong.: 0.734
- Final setup TNS: 0 ps
- CTS tree: yes
- Cts bufs inserted: 5
- Floorplan core area: 4090 um2
- Post-synthesis async set-or-reset flop share: 100%
- Ys flops: 38
- R2r startpoint: fifo_cnt[0]$_DFFE_PN0P_
- IO buf count: 22
- Peak supply drop: 416 uV
- Cells on worst reg2reg path: 9
- Routed wire length: 2.95 mm
- # IOs: 24
- Most area-hungry cell type in the Yosys netlist: dfrtp_1
- Die Size: 4600 um2
- RR Endpoint: fifo_cnt[1]$_DFFE_PN0P_
- Clock latency (worst-skew pair): 280 ps
- Final period utilization: 82.1%
-- stage by stage --
| step | instances | instance area (um2) | utilization, % | hold slack, ps |
|---|---|---|---|---|
| 6_report | 182 | 2070 | 50.8 | 501 |
| 2_1_floorplan | 108 | 1730 | - | 364 |
| 3_5_place_dp | 176 | 1990 | 48.7 | 488 |
| 3_3_place_gp | 176 | 1990 | 48.7 | 481 |
| 5_1_grt | 182 | 2070 | 50.8 | 510 |
| 4_1_cts | 182 | 2070 | 50.8 | 505 |
-- critical path: stages (launching register included) --
cell	delay (ps)
dfrtp_1	740
mux4_2	580
clkdlybuf4s50_1	430
-- cells by family after synthesis --
group,share of synthesized area [%]
AOI/OAI and AO/OA,0.577
xor gates and xnor gates,2.02
other,0.216
adders and majority gates,2.89
and+or+nand+nor,4.55
DFF,54.8
buffers and inverters,2.53
muxes,32.4
-- state kept, by name, indices dropped and copies added, names as in the netlist --
| name | flops |
|---|---|
| mem | 32 |
| fifo_cnt | 2 |
| rd_ptr | 2 |
| wr_ptr | 2 |
-- per-layer routing --
| metal | up-vias | global-route usage, % | routed length (um) | part of all wire, % |
|---|---|---|---|---|
| met2 | 18 | 26.0 | 1390 | 47 |
| met3 | 8 | 2.70 | 92 | 3.1 |
| met5 | - | 0 | 0 | 0 |
| met1 | 496 | 23.5 | 1390 | 47 |
| li1 | 435 | - | - | - |
| met4 | 0 | 3.13 | 66 | 2.2 |
-- power by group --
part	internal (mW)	switching, mW	total (mW)	leakage (nW)
registers	0.707	0.192	0.900	0.448
logic	0.608	0.204	0.812	0.385
clock network	0.161	0.141	0.302	0.0431
total	1.48	0.538	2.01	0.877
-- final cells by class --
cell class                 count  area [um2]  area share (%)
tap                           50        62.6            3.02
clock buffer                   6        82.6            3.98
sequential                    38         951            45.8
timing repair buffer          23         228            11.0
inverter                       3        11.3           0.543
multi-input combinational     62         739            35.6
-- worst max-delay path by stage --
stage / startpoint / to / slack [ps] / cells after the start
6_report: rd_ptr[0]$_DFFE_PN0N_ / rddata[1] / 590 / 2
5_1_grt: rd_ptr[0]$_DFFE_PN0N_ / rddata[4] / 470 / 2
4_1_cts: rd_ptr[0]$_DFFE_PN0N_ / rddata[1] / 550 / 2
-- cells in the final DEF, fill, tap and decap left out, types with 2 or more instances in the layout --
| cell | netlist | final |
|---|---|---|
| ha_1 | 4 | 4 |
| dfrtp_1 | 38 | 38 |
| nor2_1 | 3 | 3 |
| inv_1 | 2 | 2 |
| o21ai_0 | 2 | 2 |
| mux4_2 | 8 | 8 |
| xnor2_1 | 3 | 3 |
| clkbuf_8 | 0 | 6 |
| mux2_2 | 33 | 33 |
| clkdlybuf4s50_1 | 0 | 22 |
Power is estimated from default activity; no workload was simulated.
